`design/flow/run.sh`:
```
#!/bin/bash
# OpenROAD 26Q1-2900-gdf79404cd8, Yosys 0.63+post, stock flow scripts
make -C /OpenROAD-flow-scripts/flow DESIGN_CONFIG=/design/flow/config.mk WORK_HOME=/design/flow/orfs finish
```
`design/flow/config.mk`:
```
export PLATFORM = sky130hd
export DESIGN_NAME = interpretADC
export DESIGN_NICKNAME = interpretADC
export VERILOG_FILES = /design/flow/design.v
export SDC_FILE = /design/flow/constraint.sdc
export NUM_CORES = 4
export LEC_CHECK = 1
export CORE_AREA = 10 10 109 109
export DIE_AREA = 0 0 119 119
```
`design/flow/constraint.sdc`:
```
current_design interpretADC

set clk_period 25.0
set clk_io_pct 0.2

create_clock -name clk0 -period $clk_period

set non_clock_inputs [all_inputs -no_clocks]
set_input_delay [expr $clk_period * $clk_io_pct] -clock clk0 $non_clock_inputs
set_output_delay [expr $clk_period * $clk_io_pct] -clock clk0 [all_outputs]
```
`design/flow/design.v`:
```
module interpretADC(
	input [7:0] ADCData,
	output reg [8:0] voltage
	);
	always @ (*)
		voltage = (((ADCData) * 196) /100);
endmodule
```
==> tab_implementation.tex <==
% Synthesis and place-and-route results
\begin{tabular}{lr}
\hline
Metric & Value \\
\hline
\multicolumn{2}{l}{\textbf{Placed design}} \\
\quad Post-DP Area & between 4000 and 5000 um2 \\
\quad Routability-driven placement congestion ratio & 0.972 \\
\quad Number of cells after detailed placement & 674 \\
\quad Post-detail-place hpwl & 9160 um \\
\quad I/O Buffers & 17 \\
\multicolumn{2}{l}{\textbf{Setup path}} \\
\quad CP Capture Type & output port \\
\quad WP data required & 20,000 ps \\
\quad Critical Path Fanout Max & 17 \\
\quad Most frequent cell on the critical path & sky130\_fd\_sc\_hd\_\_ha\_1 \\
\quad CP startpoint kind & input port \\
\quad Arrival time at the worst endpoint & between 15,000 and 20,000 ps \\
\quad Biggest cell delay along the critical path & around 760 ps \\
\quad Kind of critical path & input port to output port \\
\quad Max stage delay cell, worst path & sky130\_fd\_sc\_hd\_\_o21a\_1 \\
\multicolumn{2}{l}{\textbf{Clocking}} \\
\quad Number of hold buffers added after cts & 0 \\
\quad Number of gates resized after CTS & 0 \\
\quad Number of buffers added for setup after CTS & 0 \\
\multicolumn{2}{l}{\textbf{Floorplanning}} \\
\quad Share of the core filled by cells before placement & 0.404 \\
\quad CORE AREA & roughly 9600 um2 \\
\quad Horizontal die size & 119 um \\
\quad Die span in y & 119 um \\
\quad Chip Footprint & between 10,000 and 15,000 um2 \\
\quad Std-Cell Rows & 36 \\
\quad Ports placed on the boundary & 17 \\
\multicolumn{2}{l}{\textbf{Detailed routing}} \\
\quad First-pass iteration count of the detailed router & 5 \\
\quad Post-DRT Antenna Nets & 0 \\
\quad N\_diodes & 0 \\
\quad Number of vias per cell after detailed routing & approximately 6.3 \\
\quad Routed WL & between 10,000 and 15,000 um \\
\quad DR iter-0 viols & between 400 and 500 \\
\quad Remaining DRCs & 0 \\
\quad Number of vias in the routed layout & 4,270 \\
\quad Post-detailed-route wirelength per cell & 16.8 um \\
\multicolumn{2}{l}{\textbf{Timing}} \\
\quad Count of final hold-check violations & 0 \\
\quad Unrepaired setup endpoints after global routing & no \\
\quad Final period utilization & 0.856 \\
\quad Time the worst path needs with I/O delays and setup & 21,400 ps \\
\quad Actual transition at the worst max-transition pin & approximately 880 ps \\
\quad Total negative slack for setup checks & 0 ps \\
\quad Final tally of max-slew violations & 0 \\
\quad Number of endpoints failing setup at the final stage & 0 \\
\quad Max Clk Rate & around 0.047 GHz \\
\quad Max-slew headroom at the worst pin & 0.411 \\
\multicolumn{2}{l}{\textbf{Synthesis}} \\
\quad Average instance area after synthesis & 7.20 um2 \\
\quad Cell Area, Synth & roughly 3900 um2 \\
\quad Yosys cell count & 541 \\
\quad Chip Area, Yosys & between 3000 and 4000 um2 \\
\quad Sequential fraction of the synthesis area & 0 \\
\quad Fraction of synthesized cell area taken by the top area cell type & 0.116 \\
\quad Cells after Synth & between 500 and 600 \\
\quad Distinct cells, synth & roughly 96 \\
\quad Total of warnings raised by yosys & 1 \\
\quad Largest area contributor in the synthesized netlist & sky130\_fd\_sc\_hd\_\_ha\_1 \\
\quad Dominant cells by area after synthesis & sky130\_fd\_sc\_hd\_\_ha\_1, sky130\_fd\_sc\_hd\_\_xnor2\_1, sky130\_fd\_sc\_hd\_\_nor2\_1, sky130\_fd\_sc\_hd\_\_a21oi\_1, sky130\_fd\_sc\_hd\_\_nand2\_1 \\
\multicolumn{2}{l}{\textbf{Worst hold path}} \\
\quad Classification of the worst-slack hold path & input port to output port \\
\multicolumn{2}{l}{\textbf{Finish}} \\
\quad Comb gate area & roughly 3700 um2 \\
\quad Count of fill cells added during filler insertion & approximately 1,000 \\
\quad Layout area overhead & 6.65\% \\
\quad Sequential standard cell area & 0 um2 \\
\quad Post-Route Utilization & 0.431 \\
\quad Flip-flop and latch count & 0 \\
\quad Post-route cell area & slightly above 4000 um2 \\
\quad Number of cells in the finished layout apart from fillers & just under 700 \\
\quad Share of post-route cells with drive strength above 1 & 0.107 \\
\quad Layout clock buffer count & 0 \\
\multicolumn{2}{l}{\textbf{Run status}} \\
\quad Result of the run & completed \\
\multicolumn{2}{l}{\textbf{Global routing}} \\
\quad GRT Total Usage & 0.153 \\
\quad Pin count of the biggest net entering global routing & 18 \\
\quad Initial antenna violation count & 0 \\
\quad Wire length of the first global-routing pass & between 15,000 and 20,000 um \\
\quad Via count of the first global-routing pass & 3,766 \\
\quad Total global routing overflow & 0 \\
\multicolumn{2}{l}{\textbf{Run}} \\
\quad Max-Cap Viols & 0 \\
\quad Number of logged tool warnings & 39 \\
\hline
\end{tabular}
## layer usage
| metal | wire, um | GRT usage | vias up |
|---|---|---|---|
| met5 | 0 | 0 | - |
| met4 | 76 | 0.0160 | 0 |
| met3 | 542 | 0.00815 | 12 |
| met2 | 5030 | 0.242 | 150 |
| met1 | 5710 | 0.231 | 1979 |
| li1 | - | - | 2129 |
## logic make-up (layout without fill, tap and decap cells)
group                    Yosys count  after routing  synth area share
AND-OR/OR-AND                    205            205             0.420
XOR/XNOR                          39             39            0.0925
adder cells (fa/ha/maj)           41             41             0.134
buffers and inverters             41             41            0.0488
multiplexers                       9              9            0.0247
AND/OR/NAND/NOR                  206            206             0.281
## critical path: cells and delay by family
| family | cells | cell delay (ps) |
|---|---|---|
| AND-OR/OR-AND | 13 | 3940 |
| AND/OR/NAND/NOR | 12 | 3050 |
| adder cells (fa/ha/maj) | 6 | 1730 |
| buffers and inverters | 6 | 1730 |
| XOR/XNOR | 3 | 580 |
| multiplexers | 1 | 360 |
## synthesized netlist by cell type, drive strengths merged, types with 10 or more instances
master,number
a21oi,38
inv,18
xnor2,30
and3,12
nand3,29
a211oi,13
o211ai,14
nor3,13
o21ai,36
ha,36
buf,14
a21o,10
nor2,49
nand2,42
## worst paths after layout
path,from,to,slack (ps),depth (start not counted)
setup / recovery,ADCData[2],voltage[0],3600,41
hold / removal,ADCData[1],voltage[0],11480,5
## cell type report
cell class	instances	area share
inverters	18	0.0163
well taps	133	0.0400
repair buffers	23	0.0518
multi-input cells	500	0.892
## metrics by stage
| stage | hold WS (ps) | setup slack, ps |
|---|---|---|
| after global placement | 11460 | 3950 |
| after floorplan | 10260 | 6060 |
| after CTS | 11490 | 3740 |
| final | 11480 | 3600 |
| after detailed placement | 11480 | 3790 |
| after global routing | 11600 | 2930 |
## placed cells by master (no fill, tap or decap), types with 12 or more instances in the layout
master                             n
sky130_fd_sc_hd__clkdlybuf4s50_1  17
sky130_fd_sc_hd__nand3_1          27
sky130_fd_sc_hd__xnor2_1          29
sky130_fd_sc_hd__nor2_1           47
sky130_fd_sc_hd__inv_1            17
sky130_fd_sc_hd__nand2_1          41
sky130_fd_sc_hd__ha_1             36
sky130_fd_sc_hd__a21oi_1          35
sky130_fd_sc_hd__o21ai_0          29
sky130_fd_sc_hd__and3_1           12
