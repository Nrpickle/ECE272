$ cat flow/config.mk
export PLATFORM = sky130hd
export DESIGN_NAME = determineNum
export DESIGN_NICKNAME = determineNum
export VERILOG_FILES = /design/flow/design.v
export SDC_FILE = /design/flow/constraint.sdc
export NUM_CORES = 4
export LEC_CHECK = 1
export CORE_AREA = 10 10 70 70
export DIE_AREA = 0 0 80 80
$ cat flow/constraint.sdc
current_design determineNum

set clk_period 9.0
set clk_io_pct 0.2

create_clock -name clk0 -period $clk_period

set non_clock_inputs [all_inputs -no_clocks]
set_input_delay [expr $clk_period * $clk_io_pct] -clock clk0 $non_clock_inputs
set_output_delay [expr $clk_period * $clk_io_pct] -clock clk0 [all_outputs]
$ cat flow/design.v
module determineNum(
	input [2:0] sel,
	input [7:0] ADCData,
	input reset_n,
	output reg [3:0] dispNum
	);
	parameter D1 = 3'b000;
	parameter D2 = 3'b001;
	parameter D3 = 3'b011;
	parameter D4 = 3'b100;
	always @ (*)
		begin
			case(sel)
				D1:		 dispNum = ADCData % 10;
				D2:		 dispNum = ADCData / 10 - (ADCData/100)*10;
				D3: 	 dispNum = ADCData / 100 - (ADCData/1000)*10;
				D4:		 dispNum = ADCData / 1000;
				default: dispNum = 4'b1110;
			endcase
		end
endmodule 
$ cat flow/run.sh
#!/bin/bash
# OpenROAD 26Q1-2900-gdf79404cd8, Yosys 0.63+post, stock flow scripts
make -C /OpenROAD-flow-scripts/flow DESIGN_CONFIG=/design/flow/config.mk WORK_HOME=/design/flow/orfs finish
==> impl_metrics.toml <==
# physical design summary
[outcome]
outcome = "complete, no violations"

[route]
ant_nets = 0
routedWlPerCell_um = 13.1
via_count = 977
num_antenna_cells = 0
drtIter0Drc = 104
wirelength_um = 2390
via_per_inst = 5.37
dr.pass1.iters = 4
drc = 0

[sta]
rsz0062_at_grt = "false"
layout_setup_ws_ns = 1.20
fin_crit_ns = 7.80
max_freq_mhz = 128
tightest_slew_ns = 0.825
setup_viol_count_final = 0
hold_viol = 0
tns_ns = 0
slew_headroom_pct = 44.3
slew_violations = 0
timing.final.crit_share_pct = 86.7

[grt]
grt_pass1_wl_um = 4270
grt_pass1_vias = 883
grt.total_usage_pct = 7.56
grt_max_degree = 18
antenna_found_initial = 0
grt_overflow = 0

[floorplan]
dieWidth_um = 80
die_h_um = 80
row_count = 21
coreArea_mm2 = 0.00342
dieArea_mm2 = 0.00640
floorplanUtilization_pct = 28.6
ios = 16

[logic_synthesis]
yosys_warnings = 1
yosys-stat-cells = 130
synth_area_um2 = 976
synth_area_leader_cell = "ha_1"
postSynthSeqShare_pct = 0
yosys-stat-area_um2 = 976
synth_area_per_cell_um2 = 7.51
synth_top_area_share_pct = 5.13
syn_inst = 130
synthDistinctLibCells = 63
ys_top_cells_by_area = "ha_1, xnor2_1, nor2_1"

[clock_tree]
post_cts_buffers = 0
cts_resized = 0
cts_hold_buf = 0

[run]
warnings = 33
drv_cap = 0

[power_and_ir_drop]
power_density_mw_per_mm2 = 67.4
finalPower_mw = 0.0763
p_leak_nw = 0.401
vdd_drop_max_uv = 17.9

[placement]
place_inst = 182
gp_congestion = 0.907
placed_area_mm2 = 0.00113
dp_slack_ns = 1.22
numPortBuffers = 15
dpl.hpwl_um = 1920

[finish]
ff_count = 0
nFillCells = 375
clock_buffers = 0
regArea_um2 = 0
layout-drive-gt1-share_pct = 18.4
instances_no_fill = 182
area_growth_syn_to_layout_pct = 16.0
fin_area_mm2 = 0.00113

[worst_setup_path]
endpoint_kind = "output pin"
crit_required_ns = 7.20
critPathKind = "input pin to output pin"
critPathLaunchType = "input pin"
critPathMaxFanout = 13
cp.arrival_ns = 6.00

[worst_hold_path]
hold_class = "input pin to output pin"
[placed cells by master (no fill, tap or decap), drive strengths merged, types with 3 or more instances in the layout]
master / Yosys / layout
ha: 4 / 4
a211oi: 3 / 3
xnor2: 5 / 5
o21a: 3 / 3
nand2: 12 / 12
nand2b: 5 / 5
o211ai: 5 / 5
nand3: 5 / 5
a21oi: 6 / 6
inv: 8 / 8
a31oi: 3 / 3
nor2: 13 / 13
o21ai: 9 / 9
clkdlybuf4s50: 0 / 15
[Yosys cell counts (2+ instances only)]
master    instances
a211oi_1          3
a21oi_1           6
a31oi_1           2
and3_1            2
buf_2             2
buf_6             2
clkbuf_1          5
ha_1              4
inv_1             8
nand2_1           9
nand2_2           2
nand2b_1          5
nand3_1           3
nor2_1           11
nor2b_1           2
nor3_1            2
o211ai_1          3
o211ai_2          2
o21a_1            2
o21ai_0           5
o21ai_1           3
o21bai_2          2
xnor2_1           5
[through the flow]
step	hold slack, ns	utilization [%]
floorplan	3.70	-
global placement	4.76	33.2
detailed placement	4.74	33.2
CTS	4.76	33.2
global route	4.81	33.2
finish	4.73	33.2
[area by class of cell]
cell class / count / area [um2] / share of cell area [%]
multi-input cells: 113 / 895 / 79.0
inverters: 8 / 30.0 / 2.65
well taps: 46 / 57.6 / 5.08
repair buffers: 15 / 150 / 13.3
[worst max-delay path, cell delays in order]
cell	delay, ns
clkdlybuf4s50_1	0.65
nor2_1	0.35
inv_1	0.08
ha_1	0.30
nand2b_1	0.17
o21a_1	0.23
nor2_1	0.28
a211oi_1	0.12
o21ai_1	0.10
and3_1	0.22
ha_1	0.15
inv_1	0.05
fa_1	0.37
xnor2_1	0.21
xnor2_1	0.08
o21ai_0	0.13
nand2_1	0.08
o211ai_1	0.10
clkdlybuf4s50_1	0.50
[logic make-up (layout without fill, tap and decap cells)]
logic type	after synthesis	in the layout	synth area share [%]
simple gates	48	48	31.2
mux	2	2	2.69
xor+xnor	5	5	4.49
fa+ha+maj	6	6	8.21
compound gates	52	52	45.1
buf+inv	17	23	8.33
[report_power, final]
part	leakage, nW	total, mW	internal [mW]	switching (mW)
registers	0	0	0	0
logic	0.401	0.0763	0.0368	0.0395
clock network	0	0	0	0
total	0.401	0.0763	0.0368	0.0395
[worst paths after layout]
check | slack [ns] | cells after the start | end | from
hold / removal | 4.73 | 5 | dispNum[1] | ADCData[1]
setup / recovery | 1.20 | 19 | dispNum[3] | ADCData[6]
[routing by layer]
metal	vias to the layer above	GRT usage, %	share of wire (%)
met3	0	0	3.4
met5	-	0	0
met2	20	12.6	51
li1	508	-	-
met4	0	0.352	0
met1	449	11.1	45
Power is estimated from default activity; no workload was simulated.
