==> design/flow/design.v <==
module clock_counter(
	input clk_i,		 
	input reset_n,		 
	output reg clk_o
		);
		reg [20:0] count;								 
		always @ (posedge clk_i, negedge reset_n)			
			begin
				count <= count + 1;						 
				if(!reset_n)
					begin
						clk_o <= 0;
						count <= 0;						 
					end
				else
					if(count >= 519999)					 
						begin							 
							clk_o <= ~clk_o;	
							count <= 0;					 
						end
			end
endmodule
==> design/flow/run.sh <==
#!/bin/bash
# OpenROAD 26Q1-2900-gdf79404cd8, Yosys 0.63+post, stock flow scripts
make -C /OpenROAD-flow-scripts/flow DESIGN_CONFIG=/design/flow/config.mk WORK_HOME=/design/flow/orfs finish
==> design/flow/config.mk <==
export PLATFORM = sky130hd
export DESIGN_NAME = clock_counter
export DESIGN_NICKNAME = clock_counter
export VERILOG_FILES = /design/flow/design.v
export SDC_FILE = /design/flow/constraint.sdc
export NUM_CORES = 4
export LEC_CHECK = 1
export CORE_AREA = 10 10 92 92
export DIE_AREA = 0 0 102 102
==> design/flow/constraint.sdc <==
current_design clock_counter

set clk_period 3.8
set clk_io_pct 0.2

create_clock -name clk0 -period $clk_period [get_ports {clk_i}]

set non_clock_inputs [all_inputs -no_clocks]
set_input_delay [expr $clk_period * $clk_io_pct] -clock clk0 $non_clock_inputs
set_output_delay [expr $clk_period * $clk_io_pct] -clock clk0 [all_outputs]
==> run notes <==
Results of the implementation run.

The clock insertion delay at the later pin of the skew report is 0.25 ns. The post-detailed-placement half-perimeter wirelength came out at around 1400 um. The run finished with clean final reports. The combinational cell fraction of total power is 6.7%. The global-route usage over all layers came out at about 4.0%. The overall chip area came out at 0.0104 mm2.

The via count is 814. The final tally of max-slew violations is 0. The number of logged tool warnings came out at 25. The relative area change from synthesis to final layout is 12.3%.

For this run, the top clock speed supported by timing is 509 MHz. The switching component of the power is 0.0000882 W. The combined area of all synthesized cells came out at roughly 0.0011 mm2. The total antenna diodes in the routed design came out at 0.

The I/O pin count is 3. In this run, the clock network consumes 33.9% of the power. The wire length of the first global-routing pass is 3500 um. The number of antenna violations at the first check in global routing is 0. CTS built an H-tree with a depth of 1. The die is 102 um tall. The endpoint arrival time on the critical path came out at 2.07 ns. The critical path endpoint is count[3].

The quantity of I/O buffers inserted on ports came out at 2. The largest individual stage delay along the critical path comes from the cell sky130_fd_sc_hd__nor3_4. Setup repair after global routing left no endpoint under its margin. The required time of the critical path is 3.91 ns. In this design, the largest share of critical-path delay is due to simple AND/OR/NAND/NOR gates. The via density per instance came out at about 4.2. TritonCTS reports the number of clock sinks as 22. The stage delay of the slowest cell on the critical path came out at 0.68 ns. The cell at the root of the clock tree is sky130_fd_sc_hd__clkbuf_8.

Entering global routing, the biggest net connects 23 pins. Dividing total power by cell area gives a power density of between 300 and 400 mW/mm2. The flip-flop and latch count after synthesis came out at 22. The critical path is of the reg -> reg type. STA classifies the critical path startpoint as a flip-flop. IR analysis of the VDD net gives a maximum drop of 0.218 mV. For reference, the critical path cell chain is nand4_2 -> or3_1 -> nor3_4 -> nor3_1. For reference, the placement row count at floorplan is 29. Once the clock tree was built, the resizer swapped 0 gates to a different size. Per the post-CTS timing run, clock transition at the registers of the reported paths is 0.07 ns.

The share of cells above drive strength 1 is 8.55%. The detail route stage leaves a number of antenna-violating nets equal to 0. The overall power came out at 0.000410 W. The biggest fanout along the worst timing path came out at 19. Each instance of the synthesized netlist takes up on average 10.1 um2.

The core utilization at floorplan came out at 17.7%. The endpoint class of the critical path is a flip-flop. The launch point of the worst reg-to-reg path is count[13]. The time the worst path needs with I/O delays and setup is 1.96 ns.

The ratio of final minimum period to clock period came out at 51.7%. The core footprint is approximately 0.0065 mm2. The internal portion of the total power is 0.000322 W. The routed layout reports a DRC error count of 0. The chip area line of the yosys report came out at roughly 0.0011 mm2.

The register share after synthesis is between 40% and 50%. The net switching share of the total power is around 21%. The hold slack came out at 0.492 ns.

The finished layout reports a core utilization of 19.9%. In this run the deepest clock path goes through 2 buffers. The capture point of the worst register-to-register path is recorded as count[3]. Counting the buffers created by CTS gives 3. The setup slack on the worst flop-to-flop path came out at 1.84 ns. The iteration count of the initial detailed-routing pass is 4. The post-synthesis cell type count came out at 30. Once the clock tree was built, the setup fixing pass inserted 0 buffers.

The worst hold path belongs to the class reg -> reg. The setup violation total in the final timing report is 0. The horizontal extent of the die is 102 um. The number of stages on the worst setup path is 4. The first routing iteration left 64 violations. The count of buffering cells on the critical path with inverters included is 0. The most critical setup path has its startpoint at count[13]. The worst slew slack as a fraction of its limit came out at around half. After global routing the overflow that remains totals 0. The cell count in the Yosys report came out at 113. For the worst flop-to-flop path, the logic depth is 4. The number of warnings reported in the yosys synthesis log is 1. The number of buffers inserted by hold repair at cts came out at 0.

TritonCTS built the clock tree. The final number of hold-violating endpoints is 0. Between clock sinks in the finished design, the worst skew comes to 0.00177 ns. By instance count after routing, the leading logic cell types are sky130_fd_sc_hd__dfrtp_1, sky130_fd_sc_hd__nor3_1, sky130_fd_sc_hd__xnor2_1. Leaving out fill and tap cells, the most frequent cell in the layout is sky130_fd_sc_hd__dfrtp_1. The wire length per cell came out at 10.3 um. The via count of the first global-routing pass is 712. Per the placement report, the placed cell count is 191. Sequential cells burn about three fifths of the power. The max capacitance violation total came out at 0.

The synthesized netlist cell count is roughly 110. Once layout is complete, the cells apart from fillers number about 190. For this design the static power due to leakage is 0.465 nW.

The final RePlAce weighted congestion is ~0.83. The post-route setup TNS came out at 0 ns. For the pin with the worst max-slew slack, the measured transition is 0.749 ns. The routed wire length came out at roughly 2000 um.
-- metrics by stage --
| step | cell area, um2 | worst slack, ns |
|---|---|---|
| global placement | 1240 | 1.89 |
| finish | 1290 | 1.84 |
| detailed placement | 1240 | 1.85 |
| floorplan | 1150 | 2.15 |
| CTS | 1290 | 1.84 |
| global route | 1290 | 1.69 |
-- Yosys cell counts --
| cell | count | area share (%) |
|---|---|---|
| sky130_fd_sc_hd__o31ai_1 | 1 | 0.66 |
| sky130_fd_sc_hd__o21ai_4 | 1 | 1.4 |
| sky130_fd_sc_hd__and3_1 | 1 | 0.55 |
| sky130_fd_sc_hd__nor3_4 | 1 | 1.4 |
| sky130_fd_sc_hd__nand4_1 | 6 | 3.3 |
| sky130_fd_sc_hd__or3_2 | 2 | 1.3 |
| sky130_fd_sc_hd__o211a_1 | 1 | 0.87 |
| sky130_fd_sc_hd__nand2_1 | 6 | 2.0 |
| sky130_fd_sc_hd__ha_1 | 1 | 1.1 |
| sky130_fd_sc_hd__o311ai_0 | 1 | 0.77 |
| sky130_fd_sc_hd__xnor2_1 | 8 | 6.1 |
| sky130_fd_sc_hd__dfrtp_1 | 22 | 48 |
| sky130_fd_sc_hd__nor3b_1 | 1 | 0.66 |
| sky130_fd_sc_hd__o21ai_0 | 5 | 2.2 |
| sky130_fd_sc_hd__and2_1 | 1 | 0.55 |
| sky130_fd_sc_hd__nand3_1 | 4 | 1.7 |
| sky130_fd_sc_hd__nand4_2 | 1 | 1.1 |
| sky130_fd_sc_hd__nor3_1 | 18 | 7.9 |
| sky130_fd_sc_hd__inv_1 | 5 | 1.6 |
| sky130_fd_sc_hd__conb_1 | 1 | 0.33 |
| sky130_fd_sc_hd__xor2_1 | 4 | 3.1 |
| sky130_fd_sc_hd__or3_1 | 4 | 2.2 |
| sky130_fd_sc_hd__buf_2 | 1 | 0.44 |
| sky130_fd_sc_hd__a211oi_1 | 5 | 3.3 |
| sky130_fd_sc_hd__nor4_1 | 4 | 2.2 |
| sky130_fd_sc_hd__nor2_1 | 3 | 0.98 |
| sky130_fd_sc_hd__buf_6 | 2 | 2.0 |
| sky130_fd_sc_hd__and4_1 | 1 | 0.77 |
| sky130_fd_sc_hd__and4_2 | 1 | 0.87 |
| sky130_fd_sc_hd__a21boi_0 | 1 | 0.66 |
-- state kept, by name (all words and copies together), names as in the netlist --
| register | flops |
|---|---|
| clk_o | 1 |
| count | 21 |
-- logic make-up after synthesis --
logic type	synth area share [%]
compound gates	9.84
xor+xnor	9.18
simple gates	27.4
flops	48.1
other cells	0.328
buf+inv	4.04
fa+ha+maj	1.09
-- power groups by stage --
stage | Combinational (W) | Clock (W) | Sequential, W
CTS | 0.0000286 | 0.000146 | 0.000244
global route | 0.0000319 | 0.000156 | 0.000245
finish | 0.0000275 | 0.000139 | 0.000244
-- routing by layer --
layer	vias up	share of wire, %	GRT usage [%]
li1	431	-	-
met1	371	57	6.25
met2	10	39	5.53
met3	2	3.6	1.09
met4	0	0.25	0.217
met5	-	0	0
-- worst min-delay path by stage --
stage / end / slack [ns] / startpoint / depth (start not counted)
4_1_cts: count[0] / 0.49 / count[0] / 1
5_1_grt: count[0] / 0.51 / count[0] / 1
6_report: count[0] / 0.49 / count[0] / 1
-- final cells by class --
type / instances / area, um2
clock buffer: 3 / 41.3
fill: 703 / 5170
inverter: 5 / 18.8
multi-input combinational: 84 / 552
sequential: 22 / 551
tap: 77 / 96.3
timing repair buffer: 3 / 27.5
Power figures rest on the tool's default switching activity, not on a simulated workload.
